`./design.v`:
```
module data_shiftin( reg_in_data, t_data, t_clk, enable, ready, led3);
parameter REGISTER_WIDTH = 129;   
output [REGISTER_WIDTH-1:0]reg_in_data;
reg [REGISTER_WIDTH-1:0]reg_in_data;
input t_data;
wire t_data;
input t_clk;
wire t_clk;
input enable;
wire enable;
output ready;
reg ready;
output led3;
reg led3 = 0;
reg [7:0] bit_cntr;
always @ (posedge t_clk)
begin
   led3 <= 1;
	if (enable)
	begin
		if((bit_cntr < REGISTER_WIDTH))
		begin
			reg_in_data <= reg_in_data << 1;
			reg_in_data[0] <= t_data;
			bit_cntr <= bit_cntr + 1'b1;
		end 
		else 
		begin
			ready <= 1;
		end
	end
	else
	begin
		bit_cntr <= 0;
		ready <= 0;
	end
end
endmodule
module glitchcraft(go, armed, enable, done, glitch, targetreset, t_data, t_clk, led2, led3, SYSCLK_P, SYSCLK_N);
parameter CTR_WIDTH = 63;
parameter DUTY_REG_WIDTH = 3;
input SYSCLK_P;
input SYSCLK_N;
input go;
input enable;
input t_data;
input t_clk;
output armed;
reg armed = 0;
output done;
reg done = 0;
output glitch;
reg glitch = 0;
output targetreset;
reg targetreset = 0;
output led2;
reg led2 = 0;
output led3;
reg [CTR_WIDTH:0]holdoff_ctr;
reg [CTR_WIDTH:0]hold_ctr;
reg [1:0]state = 0;
reg polarity = 0;
wire [128:0]configdata;  
IBUFGDS #(
	.DIFF_TERM("TRUE"),      
	.IOSTANDARD("LVDS_25")   
) IBUFGDS_inst (
	.O  (CLK200M),    
	.I  (SYSCLK_P),   
	.IB (SYSCLK_N)    
);
data_shiftin data_in(configdata, t_data, t_clk, enable, ready, led3);
always @ (posedge CLK200M) 
begin	
   led2 <= 1;
	if (enable)
	begin
		case(state)
			0:begin					
				done 		   <= 0;
				targetreset <= 0;
				if (ready)
				begin					
					{holdoff_ctr, hold_ctr, polarity} <= configdata;
					glitch 		<= polarity;
					armed 		<= 1;					
				end
				if (armed & go)
				begin
					state <= state + 1'b1;
				end
			end		
			1:begin
				targetreset <= 1;		 
				holdoff_ctr <= holdoff_ctr-1;
				if (holdoff_ctr == 0)
				begin
					glitch <= !glitch;
					state <= state + 1'b1;
				end									
			end
			2:begin
				hold_ctr <= hold_ctr-1;
				if (hold_ctr == 0)
				begin
					glitch <= !glitch;
					state <= state + 1'b1;					
				end			
			end
			3:begin
				done <= 1;				
				armed <= 0;
			end
		endcase
	end
	else
	begin
		state <= 0;
	end
end
endmodule
```
`./run.sh`:
```
#!/bin/bash
# OpenROAD 26Q1-2900-gdf79404cd8, Yosys 0.63+post, stock flow scripts
make -C /OpenROAD-flow-scripts/flow DESIGN_CONFIG=/design/flow/config.mk WORK_HOME=/design/flow/orfs finish
```
`./config.mk`:
```
export PLATFORM = sky130hd
export DESIGN_NAME = data_shiftin
export DESIGN_NICKNAME = data_shiftin
export VERILOG_FILES = /design/flow/design.v
export SDC_FILE = /design/flow/constraint.sdc
export NUM_CORES = 4
export LEC_CHECK = 1
export CORE_UTILIZATION = 40
```
`./constraint.sdc`:
```
current_design data_shiftin

set clk_period 13.0
set clk_io_pct 0.2

create_clock -name clk0 -period $clk_period [get_ports {t_clk}]

set non_clock_inputs [all_inputs -no_clocks]
set_input_delay [expr $clk_period * $clk_io_pct] -clock clk0 $non_clock_inputs
set_output_delay [expr $clk_period * $clk_io_pct] -clock clk0 [all_outputs]
```
==> flow_metrics.rpt <==
==== FLOW RESULTS ====
----------------------------------------------------
[Outcome]
  Status ........................ complete, no violations

[Floorplan]
  Std cell rows ........................ 37
  Die X ........................ 106 um
  Total I/O pin count ........................ 134
  Placeable core region ........................ 10400 um^2
  Fp_density ........................ 0.416
  Die height ........................ 106 um
  Area of the die ........................ 11300 um^2

[Clocking]
  Hold buffers post-CTS ........................ 0
  Root buffer selected by CTS ........................ sky130_fd_sc_hd__clkbuf_8
  Latest clock arrival within the worst-skew pair ........................ 0.51 ns
  Num CTS Buffers ........................ 17
  Max H-tree Level ........................ 4
  Clock-pin slew on the worst setup and hold paths ........................ 0.06 ns
  TritonCTS clock tree ........................ yes
  Max Buffers Root-to-Sink ........................ 2
  Post-CTS Repair Setup Buffers ........................ 0
  Clock Sink Count ........................ 139
  Post-cts resize count ........................ 0

[Final timing]
  Highest Clock Rate ........................ 207 MHz
  Setup Viol. Count Final ........................ 0
  Fin. max-slew vios ........................ 0
  Count of final hold-check violations ........................ 0
  Final Skew ........................ 0.0128 ns
  Worst setup slack after layout ........................ 8.18 ns
  Ratio of final minimum period to clock period ........................ 0.371
  Setup tns final ........................ 0 ns
  Final Critical Period ........................ 4.82 ns
  Worst slew slack as a fraction of its limit ........................ 0.458
  Unrepaired setup endpoints after global routing ........................ false
  Worst-margin pin slew ........................ 0.812 ns

[Job]
  Log Warnings ........................ 26
  Number of max-cap violations ........................ 0

[Worst setup path]
  Start point of the critical path ........................ enable
  Data arrival time of the worst path ........................ 4.95 ns
  Source of the worst register-to-register timing path ........................ bit_cntr[2]
  Endpoint of the most critical setup path ........................ reg_in_data[105]
  Critical path data required time ........................ 13.13 ns
  Reg2Reg Depth ........................ 5
  Destination of the worst register-to-register timing path ........................ reg_in_data[105]
  Critical path start-end classification ........................ in -> reg
  Maximum net fanout on the critical path ........................ 67
  Sort of element at the start of the critical path ........................ input port
  Setup slack of the most critical reg-to-reg path ........................ 10.17 ns
  Critical path capture point type ........................ flip-flop

[Power]
  Static power due to leakage ........................ 2.24 nW
  Pwr/cell area ........................ 163 nW/um^2
  Worst IR drop on VDD ........................ 0.0836 mV

[Route]
  Residual DRC count ........................ 0
  First-pass iteration count of the detailed router ........................ 4
  Routed wire length ........................ 7360 um
  Routed vias ........................ 2207
  DR WL/cell ........................ 15.2 um
  DRT iter0 DRCs ........................ 70
  Number of vias per cell after detailed routing ........................ 4.57
  Number of antenna-violating nets in the routed design ........................ 0
  Count of antenna diodes in the layout ........................ 0

[Final layout]
  Cell area after layout ........................ 6450 um^2
  Layout overhead on the synthesized area ........................ 48.7%
  End-of-flow core utilization ........................ 0.619
  Fraction of final layout cells with drive strength greater than 1 ........................ 0.101

[Global routing]
  Global-route wire length before repair ........................ 11600 um
  All-Layer GR Usage ........................ 0.150
  Maximum number of pins on one net before global-route repair ........................ 68
  Initial antenna violation count ........................ 0
  Remaining global-route overflow ........................ 0
  Via count of the first global-routing pass ........................ 2227

[Placement]
  Placed instance area ........................ 5860 um^2
  Post-Place Worst Slack ........................ 7.64 ns
  Hpwl dp ........................ 4660 um
  Routability congestion estimate from global placement ........................ 0.778
  Count of port buffers added during placement ........................ 133

[Hold path]
  Hold wc startpoint ........................ reg_in_data[97]
  Class of the worst hold path ........................ reg -> reg

[Synthesis]
  Synthesized area per cell ........................ 24.0 um^2
  Synth Cell Area ........................ 4340 um^2
  Distinct cell type count after synthesis ........................ 27
  Seq share, synth ........................ 0.939
  Post-synthesis instance total ........................ 181
  Total cells reported by yosys after synthesis ........................ 181
  Library cell occupying the most area in the post-synthesis netlist ........................ sky130_fd_sc_hd__edfxtp_1
  Yosys-reported design area after synthesis ........................ 4340 um^2
  YS warnings ........................ 1
  Post-synthesis sequential element count ........................ 139
  Largest type area fraction ........................ 0.893
  Top area cells in the synthesized netlist ........................ sky130_fd_sc_hd__edfxtp_1 89%, sky130_fd_sc_hd__dfxtp_1 4.6%, sky130_fd_sc_hd__ha_1 0.58%

----------------------------------------------------
[power breakdown]
group / switching, mW / total (mW) / internal [mW]
Combinational: 0.0131 / 0.0484 / 0.0353
Sequential: 0.0126 / 0.529 / 0.517
Clock: 0.178 / 0.472 / 0.295
[worst min-delay path by stage]
stage / end / slack, ns / depth (start not counted)
final: reg_in_data[98] / 0.44 / 0
after CTS: reg_in_data[98] / 0.45 / 0
after global routing: reg_in_data[102] / 0.46 / 0
[cell usage in the layout (no fill, tap or decap), drive strengths merged, types with 2 or more instances in the layout]
cell type      Yosys  layout
bufinv             0       3
xor2               2       2
dfxtp             10      10
nand3              2       2
clkinv             0       3
clkdlybuf4s50      0     133
nor2               3       3
nand4b             2       2
o21a               2       2
inv                5       9
nand2              6       6
nor4               2       2
ha                 2       2
clkinvlp           0       3
mux2i              2       2
edfxtp           129     129
buf                1       2
clkbuf             0      19
[cell usage after synthesis]
| cell | instances |
|---|---|
| sky130_fd_sc_hd__nand2_1 | 6 |
| sky130_fd_sc_hd__a21boi_2 | 1 |
| sky130_fd_sc_hd__a31oi_1 | 1 |
| sky130_fd_sc_hd__conb_1 | 1 |
| sky130_fd_sc_hd__nand3_1 | 2 |
| sky130_fd_sc_hd__nor3b_1 | 1 |
| sky130_fd_sc_hd__inv_1 | 5 |
| sky130_fd_sc_hd__nand2b_1 | 1 |
| sky130_fd_sc_hd__xor2_1 | 2 |
| sky130_fd_sc_hd__or3_1 | 1 |
| sky130_fd_sc_hd__nor4_2 | 1 |
| sky130_fd_sc_hd__mux2i_1 | 2 |
| sky130_fd_sc_hd__nand4b_1 | 2 |
| sky130_fd_sc_hd__o21a_1 | 2 |
| sky130_fd_sc_hd__nand3b_1 | 1 |
| sky130_fd_sc_hd__buf_1 | 1 |
| sky130_fd_sc_hd__nor2_1 | 3 |
| sky130_fd_sc_hd__o31ai_1 | 1 |
| sky130_fd_sc_hd__edfxtp_1 | 129 |
| sky130_fd_sc_hd__o21ai_0 | 1 |
| sky130_fd_sc_hd__nand4_1 | 1 |
| sky130_fd_sc_hd__dfxtp_1 | 10 |
| sky130_fd_sc_hd__nor4_1 | 1 |
| sky130_fd_sc_hd__a21oi_1 | 1 |
| sky130_fd_sc_hd__nor3_1 | 1 |
| sky130_fd_sc_hd__ha_1 | 2 |
| sky130_fd_sc_hd__nor2b_1 | 1 |
[final cells by class]
cell class                      count  area [um^2]
Sequential cell                   139         4070
Timing Repair Buffer              135         1350
Inverter                            5         18.8
Tap cell                          136          170
Clock inverter                     13          169
Fill cell                         763         3970
Clock buffer                       19          422
Multi-Input combinational cell     36          249
[cells by family (layout without fill, tap and decap cells)]
| logic type | count (synthesis) | in the layout | synth area share |
|---|---|---|---|
| adders and majority gates | 2 | 2 | 0.00577 |
| and+or+nand+nor | 22 | 22 | 0.0288 |
| other | 1 | 1 | 0.000864 |
| xor gates and xnor gates | 2 | 2 | 0.00404 |
| muxes | 2 | 2 | 0.00462 |
| DFF | 139 | 139 | 0.939 |
| buffers and inverters | 6 | 172 | 0.00519 |
| AOI/OAI and AO/OA | 7 | 7 | 0.0115 |
[metal layers]
metal / track usage / vias to the layer above / share of wire
met5: 0 / - / 0
li1: - / 1013 / -
met2: 0.173 / 133 / 0.38
met1: 0.264 / 1053 / 0.45
met3: 0.111 / 8 / 0.16
met4: 0.0198 / 0 / 0.0092
[critical path, cell delays in order]
cell and delay, ns:
sky130_fd_sc_hd__clkdlybuf4s50_1 0.61, sky130_fd_sc_hd__inv_1 0.17, sky130_fd_sc_hd__nor2_4 0.12, sky130_fd_sc_hd__buf_4 0.60, sky130_fd_sc_hd__buf_4 0.75
[per-stage QoR]
stage,instances,total power [mW],hold WS [ns]
6_report,483,1.05,0.445
5_1_grt,483,1.09,0.457
4_1_cts,483,1.07,0.448
3_5_place_dp,451,0.588,0.431
3_3_place_gp,451,0.588,0.432
2_1_floorplan,181,0.541,0.400
[sequential cells by signal, indices dropped and copies added (netlist names)]
| register | flops |
|---|---|
| reg_in_data | 129 |
| bit_cntr | 8 |
| led3 | 1 |
| ready | 1 |
No activity file was given, so power comes from the tool's default toggle rates.
